==> design/flow/design.v <==
`timescale 1ns / 1ps
module boundFlasher( 
    input clk, flick, rst,
    output [15:0] lamps
);
    parameter S0 = 0;
    parameter S1 = 1;
    parameter S2 = 2;
    parameter S3 = 3;
    parameter S4 = 4;
    parameter S5 = 5;
    parameter S6 = 6;
    parameter S7 = 7;
    parameter TIMER = 200;
    integer counter = 0;
    reg [3:0] state = S0;
    reg [15:0] temp;
    always @(posedge clk) begin
		if(rst) begin 
			state <= S0;
		end
		else begin
			case(state)
				S0:
					begin
						temp <= 16'h0000;
						if(flick == 0) state <= S0;
						else state <= S1;
					end
				S1:
					begin
						counter <= counter + 1;
						if(counter == TIMER) begin
							temp <= (temp << 1) + 1;
							counter <= 0;
						end
						if(temp == 16'h003F) begin
							state <= S2;
							counter <= 0;
						end
					end
				S2:
					begin
						counter <= counter + 1;
						if (counter == TIMER) begin
							temp <= temp >> 1;
							counter <= 0;
						end
						if (temp == 16'h0000) begin
							state <= S3;
							counter <= 0;
						end
					end
				S3:
					begin
						counter <= counter + 1;
						if (counter == TIMER) begin
							temp <= (temp << 1) + 1;
							counter <= 0;
						end
						if(flick == 1 && temp <= 16'h07FF) begin
							if(temp == 16'h003F || temp == 16'h07FF) begin
								counter <= 0;
								state <= S2;
							end
						end
						else begin
							if(temp == 16'h07FF) begin
								counter <= 0;
								state <= S4;
							end
						end
					end
				S4:
					begin
						counter <= counter + 1;
						if (counter == TIMER) begin
							temp <= temp >> 1;
							counter <= 0;
						end
						if (temp == 16'h001F) begin
							counter <= 0;
							state <= S5;
						end
					end
				S5:
					begin
						counter <= counter + 1;
						if(counter == TIMER) begin
							temp <= (temp << 1) + 1;
							counter <= 0;
						end
						if(flick == 1 && temp <= 16'h07FF) begin
							if(temp == 16'h003F || temp == 16'h07FF) begin
								counter <= 0;
								state <= S4;
							end
						end
						else begin
							if(temp == 16'hFFFF) begin
								counter <= 0; 
								state <= S6;
							end
						end
					end
				S6:
					begin
						counter <= counter + 1;
						if(counter == TIMER) begin
							temp <= temp >> 1;
							counter <= 0;
						end
						if (temp == 16'h0000) begin
							counter <= 0;
							state <= S7;
						end
					end
				S7:
					begin
						temp <= 16'hFFFF;
						counter <= counter + 1;
						if(counter == TIMER) begin
							state <= S0;
							counter <= 0;
						end
					end
				endcase
			end
        end
    assign lamps = temp;
endmodule
==> design/flow/run.sh <==
#!/bin/bash
# OpenROAD 26Q1-2900-gdf79404cd8, Yosys 0.63+post, stock flow scripts
make -C /OpenROAD-flow-scripts/flow DESIGN_CONFIG=/design/flow/config.mk WORK_HOME=/design/flow/orfs finish
==> design/flow/config.mk <==
export PLATFORM = sky130hd
export DESIGN_NAME = boundFlasher
export DESIGN_NICKNAME = boundFlasher
export VERILOG_FILES = /design/flow/design.v
export SDC_FILE = /design/flow/constraint.sdc
export NUM_CORES = 4
export LEC_CHECK = 1
export CORE_UTILIZATION = 50
==> design/flow/constraint.sdc <==
current_design boundFlasher

set clk_period 7.2
set clk_io_pct 0.2

create_clock -name clk0 -period $clk_period [get_ports {clk}]

set non_clock_inputs [all_inputs -no_clocks]
set_input_delay [expr $clk_period * $clk_io_pct] -clock clk0 $non_clock_inputs
set_output_delay [expr $clk_period * $clk_io_pct] -clock clk0 [all_outputs]
==> summary.txt <==
Results of the flow run.

The run finished with clean final reports. The number of clock sinks came to 51. The overall fraction of global-route tracks in use stands at 21.6%. The stage delay of the slowest cell on the critical path stands at 0.52 ns.

The via count of the first global-routing pass stands at around 2200. The number of synthesized register bits stands at between 50 and 60. Timing would allow up to between 300 and 400 MHz.

STA lists the startpoint of the worst register-to-register path as temp[13]. STA classifies the critical path endpoint as a register. The number of buffers created by CTS stands at 5. From synthesis to final layout, the design area changed by 11.9%. The number of antenna diodes in the final layout is 0. The worst path needs 2.87 ns of the cycle, external delays included. In this run the count of I/O pins placed on the die edge is 19. The mean cell area of the mapped netlist stands at 9.92 µm². The clock-pin slew of the registers on the worst-case setup and hold paths stands at 0.09 ns. In this run the clock root is driven by a clkbuf_8. After legalization and detailed placement, the total HPWL measured 3.92 mm. Yosys mapped the design onto 42 distinct sky130hd cell types.

The die is 79.9 µm tall. Once layout is done, the placed cells without fillers occupy 0.00340 mm². The timing report gives the worst reg2reg path a setup slack of 4.42 ns. Per STA, the startpoint of the critical path is flick. The placed standard-cell area stands at about 0.0033 mm². The wire length per cell stands at 15.3 µm.

STA reports the tightest min-delay check as being of type reg2reg. The overall die area stands at 0.00639 mm². By startpoint and endpoint, the worst setup path is classified as in2reg. The clock insertion delay at the later pin of the skew report stands at around 0.30 ns. The data required time at the worst endpoint stands at roughly 7.2 ns. Traced cell by cell, the critical path runs through clkdlybuf4s50_1 > o2111ai_1 > o211a_2 > nor2_4 > nor2_1. The layout summary lists the proportion of cells stronger than drive strength 1 as 7.08%. The number of hold buffers added after CTS was 0. After layout, the worst path uses 39.9% of the clock period. The total number of warnings across the stage logs stands at 26.

Summed over all failing endpoints, the final setup total negative slack is 0 ns. CTS built an H-tree with a depth of 2. The capture point of the worst register-to-register path is recorded as counter[4]. The area of the core stands at around 0.0059 mm².

STA classifies the critical path startpoint as an input pin. The row count stands at 28. The final layout report lists a filler cell count of 512. Synthesis produced a netlist whose cell count is 306. The warning tally printed by Yosys for this design is 1. The biggest fanout along the worst timing path stands at 26. The initial core utilization stands at 51.6%. The power density relative to cell area stands at 180 mW/mm². According to the timing report, the critical path is captured at counter[4].

The footprint of the flip-flops and latches stands at 0.00150 mm². The transition time at the pin with the least slew margin stands at approximately 0.73 ns. The count of buffers from port buffering stands at 18. The arrival time reported for the critical path endpoint stands at 2.91 ns. The total of max-cap violations stands at 0. On the critical path, the stage with the largest delay is an instance of nor2_4.

The netlist area before placement stands at 0.00304 mm². The die outline width stands at around 80 µm. The post-route antenna net violation count stands at 0. Per the OpenROAD power report, leakage power amounts to approximately 1.1 nW. Once routing completed, OpenROAD measured the worst setup slack at 4.33 ns.

The maximum buffer depth of the clock tree stands at 2. For reference, the final report shows the max-slew violation count at 0. The last weighted congestion value of the routability-driven placer stands at between 0.8 and 0.9. The layout report lists the multi-input gate area as 0.00145 mm².

Detailed routing inserted a total of 2289 vias. The initial antenna violation count stands at 0. After global routing the overflow that remains totals 0. The wire length reported by the detailed router stands at 6.11 mm. VDD sags by at most 0.0993 mV. In the layout the commonest cells are edfxtp_1 (48), nor2_1 (46), nand2_1 (29).

STA shows the worst reg2reg path with a cell count of 6. The sequential cell area fraction in the yosys report stands at 49.5%. The first global-routing pass estimated 10.3 mm of wire. Per the finish-stage timing summary, setup violations number 0. The final hold violation count recorded for this run is 0. The worst pin sits at a relative slew slack of between 50% and 60%.

The post-CTS resize count stands at 0. The first detailed-routing pass ran for 4 iterations. Entering global routing, the biggest net connects 42 pins. The setup skew after layout stands at about 0.0084 ns. The post-detailed-route via-to-cell ratio stands at about 5.7. By instance count after routing, the leading logic cell type is edfxtp_1. The post-placement setup slack stands at 4.01 ns. TritonCTS built the clock tree. Setup repair after global routing left no endpoint under its margin.

The yosys stat cell total stands at ~300. The number of buffers added for setup after CTS stands at 0. The DRC violation count after routing stands at 0. The Yosys chip area stands at 0.00304 mm². The violation tally recorded at the end of detailed-routing iteration 0 is 134. Hold is met by 0.633 ns.
-- area by class of cell --
| class | count | share of cell area (%) |
|---|---|---|
| clock buffer | 5 | 2.03 |
| clock inverter | 3 | 1.14 |
| inverter | 7 | 0.773 |
| multi-input combinational | 236 | 42.7 |
| sequential | 51 | 44.2 |
| tap | 75 | 2.76 |
| timing repair buffer | 23 | 6.41 |
-- worst max-delay path, delay by kind of cell --
family	cells	cell delay [ns]
AOI/OAI and AO/OA	2	0.33
buffers and inverters	1	0.50
and+or+nand+nor	2	0.63
-- how the worst min path moves through the flow --
| stage | startpoint | depth (start not counted) | to | slack [ns] |
|---|---|---|---|---|
| finish | counter[31] | 2 | counter[31] | 0.63 |
| global route | counter[31] | 2 | counter[31] | 0.68 |
| CTS | counter[31] | 2 | counter[31] | 0.63 |
-- cells in the mapped netlist (all sizes together) --
master   number  area [µm²]
mux2          1        11.3
or4           3        26.3
nand2b        2        12.5
ha            2        25.0
nor2         48         188
a211oi        2        15.0
o211a         1        10.0
o2111ai       1        8.76
dfxtp         3        60.1
a21oi         5        25.0
a22oi        14         105
a311oi        2        17.5
a211o         2        17.5
inv           7        26.3
a31o          1        8.76
clkbuf       10        37.5
and4          5        43.8
nor3          7        35.0
nand2        29         109
edfxtp       48        1440
and2          2        12.5
o21ai        16        83.8
nand3        14        70.1
nor2b        17         106
and3          4        25.0
nor3b         1        12.5
nand4        13        81.3
xnor2         9        78.8
o211ai        1        7.51
o41ai         1        16.3
nor4b         2        17.5
xor2         21         184
a2111oi       1        10.0
o311a         1        10.0
buf           2        22.5
nor4          7        65.1
a221oi        1        8.76
-- per-layer routing --
metal	vias to the layer above	global-route usage, %	part of all wire [%]
li1	1161	-	-
met1	1085	33.9	47
met2	38	35.4	48
met3	5	3.36	3.8
met4	0	1.61	0.97
met5	-	0	0
-- cells by family (layout without fill, tap and decap cells) --
| logic type | Yosys count | after routing | share of synthesized area, % |
|---|---|---|---|
| multiplexers | 1 | 1 | 0.371 |
| AND/OR/NAND/NOR | 154 | 154 | 26.5 |
| XOR/XNOR | 30 | 30 | 8.66 |
| buffers and inverters | 19 | 38 | 2.84 |
| AND-OR/OR-AND | 49 | 49 | 11.3 |
| flip-flops | 51 | 51 | 49.5 |
| adder cells (fa/ha/maj) | 2 | 2 | 0.824 |
-- per-stage QoR --
stage	std cells	utilization, %	total power, W
final	400	57.7	0.000612
after global routing	400	57.7	0.000637
after CTS	400	57.7	0.000620
after detailed placement	392	55.9	0.000420
after global placement	392	55.9	0.000420
after floorplan	306	-	0.000394
-- state kept, by name, summed over array words and instances, names as in the netlist --
name / count
counter: 32
temp: 16
state: 3
-- power by group --
group / switching [W] / internal [W]
Sequential: 0.0000184 / 0.000342
Clock: 0.0000960 / 0.000102
Combinational: 0.0000258 / 0.0000278
Total: 0.000140 / 0.000471
Power figures rest on the tool's default switching activity, not on a simulated workload.
